==> ./design.v <==
module core(
            input wire        clk,
            input wire        rst,
            input wire        mem_ready,
            input wire [31:0] mem_read_data,
            output reg [31:0] mem_addr = 32'h0,
            output reg        mem_read_valid,
            output reg        mem_write_valid,
            output reg [31:0] mem_write_data = 32'h0,
            output reg [1:0]  mem_width = 2'd0,
            output reg        instruction_retired = 1'b0
);
   localparam MEM_B = 2'd0;
   localparam MEM_H = 2'd1;
   localparam MEM_W = 2'd2;
   reg [31:0] regfile [0:31];
   reg [31:0] pc = 32'h0;
   localparam STATE_FETCH = 0;
   localparam STATE_MEM = 1;
   localparam STATE_EXECUTE = 2;
   localparam STATE_WRITEBACK = 3;
   reg [1:0]  state = STATE_FETCH;
   reg [31:0] instr = 32'b0;
   wire [6:0]  opcode = instr[6:0];  
   wire [4:0]  rd = instr[11:7];  
   wire [2:0]  funct3 = instr[14:12];  
   wire [4:0]  rs1 = instr[19:15];  
   wire [4:0]  rs2 = instr[24:20];  
   wire [6:0]  funct7 = instr[31:25];  
   wire        is_r_type = opcode == 7'b0110011;
   wire        is_i_type = opcode == 7'b0010011 || opcode == 7'b0000011 || opcode == 7'b1100111 || opcode == 7'b1110011;
   wire        is_s_type = opcode == 7'b0100011;
   wire        is_b_type = opcode == 7'b1100011;
   wire        is_u_type = opcode == 7'b0110111 || opcode == 7'b0010111;
   wire        is_j_type = opcode == 7'b1101111;
   wire        is_load   = opcode == 7'b0000011;
   wire        rd_valid = is_r_type || is_i_type || is_u_type || is_j_type;
   wire        is_mem = is_load || is_s_type;
   wire [31:0] imm = (is_i_type? {{20{instr[31]}}, instr[31:20]}:
                      is_s_type? {{20{instr[31]}}, instr[31:25], instr[11:7]}:
                      is_b_type? {{20{instr[31]}}, instr[7], instr[30:25], instr[11:8], 1'b0}:
                      is_u_type? {instr[31:12], 12'b0}:
                      is_j_type? {{12{instr[31]}}, instr[19:12], instr[20], instr[30:21]}:
                      32'b0);
   wire signed [31:0] signed_rs1 = regfile[rs1];
   wire signed [31:0] signed_rs2 = regfile[rs2];
   wire signed [31:0] signed_imm = imm;
   wire        is_add   = is_r_type && funct3 == 3'h0 && funct7 == 7'h00;
   wire        is_sub   = is_r_type && funct3 == 3'h0 && funct7 == 7'h20;
   wire        is_xor   = is_r_type && funct3 == 3'h4 && funct7 == 7'h00;
   wire        is_or    = is_r_type && funct3 == 3'h6 && funct7 == 7'h00;
   wire        is_and   = is_r_type && funct3 == 3'h7 && funct7 == 7'h00;
   wire        is_sll   = is_r_type && funct3 == 3'h1 && funct7 == 7'h00;
   wire        is_srl   = is_r_type && funct3 == 3'h5 && funct7 == 7'h00;
   wire        is_sra   = is_r_type && funct3 == 3'h5 && funct7 == 7'h20;
   wire        is_slt   = is_r_type && funct3 == 3'h2 && funct7 == 7'h00;
   wire        is_sltu  = is_r_type && funct3 == 3'h3 && funct7 == 7'h00;
   wire        is_addi  = opcode == 7'b0010011 && funct3 == 3'h0;
   wire        is_xori  = opcode == 7'b0010011 && funct3 == 3'h4;
   wire        is_ori   = opcode == 7'b0010011 && funct3 == 3'h6;
   wire        is_andi  = opcode == 7'b0010011 && funct3 == 3'h7;
   wire        is_slli  = opcode == 7'b0010011 && funct3 == 3'h1 && imm[11:5] == 7'h00;  
   wire        is_srli  = opcode == 7'b0010011 && funct3 == 3'h5 && imm[11:5] == 7'h00;
   wire        is_srai  = opcode == 7'b0010011 && funct3 == 3'h5 && imm[11:5] == 7'h20;
   wire        is_slti  = opcode == 7'b0010011 && funct3 == 3'h2;
   wire        is_sltiu = opcode == 7'b0010011 && funct3 == 3'h3;
   wire        is_lb    = is_load && funct3 == 3'h0;
   wire        is_lh    = is_load && funct3 == 3'h1;
   wire        is_lw    = is_load && funct3 == 3'h2;
   wire        is_lbu   = is_load && funct3 == 3'h4;
   wire        is_lhu   = is_load && funct3 == 3'h5;
   wire        is_sb    = is_s_type && funct3 == 3'h0;
   wire        is_sh    = is_s_type && funct3 == 3'h1;
   wire        is_sw    = is_s_type && funct3 == 3'h2;
   wire        is_beq   = is_b_type && funct3 == 3'h0;
   wire        is_bne   = is_b_type && funct3 == 3'h1;
   wire        is_blt   = is_b_type && funct3 == 3'h4;
   wire        is_bge   = is_b_type && funct3 == 3'h5;
   wire        is_bltu  = is_b_type && funct3 == 3'h6;
   wire        is_bgeu  = is_b_type && funct3 == 3'h7;
   wire        is_jal   = is_j_type;
   wire        is_jalr  = opcode == 7'b1100111 && funct3 == 3'h0;
   wire        is_lui   = opcode == 7'b0110111;
   wire        is_auipc = opcode == 7'b0010111;
   integer     i;
   reg [31:0]  result = 32'h0;
   reg         branch_taken = 1'b0;
   wire [31:0] new_pc = (branch_taken? pc + imm:
                        is_jal?       pc + imm:
                        is_jalr?      regfile[rs1] + imm:
                                      pc + 32'd4);
   always @(posedge clk) begin
      mem_read_valid <= 1'b0;
      mem_write_valid <= 1'b0;
      branch_taken <= 1'b0;
      instruction_retired <= 1'b0;
      if (rst) begin
         pc <= 32'h0;
         mem_addr <= 32'h0;
         mem_width <= MEM_W;
         state <= STATE_FETCH;
         for (i = 0; i < 32; i = i+1) begin
            regfile[i] <= 32'h0;
         end
         mem_read_valid <= 1'b1;
      end
      else begin
         case (state)
           STATE_FETCH: begin
              if (mem_ready) begin
                 instr <= mem_read_data;
                 state <= STATE_EXECUTE;
              end
           end
           STATE_EXECUTE: begin
              result <= (is_add? regfile[rs1] + regfile[rs2]:
                         is_sub? regfile[rs1] - regfile[rs2]:
                         is_xor? regfile[rs1] ^ regfile[rs2]:
                         is_or?  regfile[rs1] | regfile[rs2]:
                         is_and? regfile[rs1] & regfile[rs2]:
                         is_sll? regfile[rs1] << regfile[rs2]:
                         is_srl? regfile[rs1] >> regfile[rs2]:
                         is_sra? regfile[rs1] >>> regfile[rs2]:
                         is_slt? signed_rs1 < signed_rs2:
                         is_sltu? regfile[rs1] < regfile[rs2]:
                         is_addi? regfile[rs1] + imm:
                         is_xori? regfile[rs1] ^ imm:
                         is_ori?  regfile[rs1] | imm:
                         is_andi? regfile[rs1] & imm:
                         is_slli? regfile[rs1] << imm:
                         is_srli? regfile[rs1] >> imm:
                         is_srai? regfile[rs1] >>> imm:
                         is_slti? signed_rs1 < signed_imm:
                         is_sltiu? regfile[rs1] < imm:
                         is_jal? pc + 4:
                         is_jalr? pc + 4:
                         32'd0);
              branch_taken <= (is_beq?  regfile[rs1] == regfile[rs2]:
                               is_bne?  regfile[rs1] != regfile[rs2]:
                               is_blt?  signed_rs1 <  signed_rs2:
                               is_bge?  signed_rs1 >= signed_rs2:
                               is_bltu? regfile[rs1] <  regfile[rs2]:
                               is_bgeu? regfile[rs1] >= regfile[rs2]:
                               1'b0);
              if (is_load) begin
                 mem_addr <= regfile[rs1] + imm;
                 mem_read_valid <= 1'b1;
                 mem_width <= ((is_lb || is_lbu)? MEM_B:
                               (is_lh || is_lhu)? MEM_H:
                               MEM_W);
              end
              if (is_s_type) begin
                 mem_addr <= regfile[rs1] + imm;
                 mem_write_valid <= 1'b1;
                 mem_width <= (is_sb? MEM_B:
                               is_sh? MEM_H:
                               MEM_W);
                 mem_write_data <= regfile[rs2];
              end
              state <= STATE_WRITEBACK;
           end
           STATE_WRITEBACK: begin
              if (~is_mem || mem_ready) begin
                 if (rd_valid && rd != 0) begin
                    regfile[rd] <= (is_load? mem_read_data : result);
                 end
                 pc <= new_pc;
                 mem_read_valid <= 1'b1;
                 mem_addr <= new_pc;
                 state = STATE_FETCH;
                 instruction_retired <= 1'b1;
              end  
           end  
         endcase  
      end
   end
endmodule  
==> ./run.sh <==
#!/bin/bash
# OpenROAD 26Q1-2900-gdf79404cd8, Yosys 0.63+post, stock flow scripts
make -C /OpenROAD-flow-scripts/flow DESIGN_CONFIG=/design/flow/config.mk WORK_HOME=/design/flow/orfs finish
==> ./config.mk <==
export PLATFORM = sky130hd
export DESIGN_NAME = core
export DESIGN_NICKNAME = core
export VERILOG_FILES = /design/flow/design.v
export SDC_FILE = /design/flow/constraint.sdc
export NUM_CORES = 4
export LEC_CHECK = 1
export CORE_UTILIZATION = 40
==> ./constraint.sdc <==
current_design core

set clk_period 20.4
set clk_io_pct 0.2

create_clock -name clk0 -period $clk_period [get_ports {clk}]

set non_clock_inputs [all_inputs -no_clocks]
set_input_delay [expr $clk_period * $clk_io_pct] -clock clk0 $non_clock_inputs
set_output_delay [expr $clk_period * $clk_io_pct] -clock clk0 [all_outputs]
==> flow_summary_export.csv <==
group,metric,value,unit
final_timing,finalClockPeriodUsage,0.458,
final_timing,max_freq,107,MHz
synth,ys.flops,1192,
synth,synth-warning-count,1,
grt,antenna_found_initial,45,
final_timing,fin_skew,0.0543,ns
drt,drt-total-wl,457,mm
pwr,clockPowerShare,0.395,
outcome,status,"complete, no violations",
place,routabilityCongestion,1.17,
cts,numCtsBuffers,142,
cts,cts_resized,0,
final_timing,tightest_slew,1.44,ns
worst_setup_path,worstPathRequired,20.95,ns
worst_hold_path,hold_start,"mem_addr[5]",
place,dp_cells,10300,
cts,root_buffer,"clkbuf_16",
grt,track_usage,0.484,
pwr,sequentialPowerShare,0.413,
worst_setup_path,arrival,9.89,ns
synth,async_flop_share,0,
worst_hold_path,hold_class,"flip-flop to flip-flop",
drt,firstDrtPassIters,7,
final_layout,fillers,18100,
final_timing,finalSetupViolations,0,
pwr,switching_power,2150,uW
synth,topCellsByArea,"edfxtp_1 42%, mux4_2 7.8%, mux2i_1 7.7%",
drt,via_per_inst,6.71,
cts,cts_buffer_depth,3,
pwr,comb_power_share,0.192,
pwr,switching_share,0.316,
worst_setup_path,path_max_fanout,67,
floorplanning,fp.coreArea,197000,um2
final_timing,setup-tns-final,0,ns
floorplanning,io_pins,104,
final_timing,slew_viol_final,0,
drt,drc,0,
flow_run,drv_cap,0,
final_layout,finalNonFillerCells,10600,
synth,dominantRegCellSynth,"edfxtp_1",
cts,clock-sinks,1192,
grt,grt_max_degree,93,
drt,avgRoutedWirePerCell,43.1,um
pwr,p_leak,0.0341,uW
floorplanning,floorplan.core_util,0.402,
grt,grt_pass1_wl,611,mm
worst_hold_path,hold_path_depth,2,
synth,synth_cells,7702,
place,hpwlAfterDp,333,mm
flow_run,warning_count,169,
floorplanning,die_y,447,um
final_timing,final_hold_viol_count,0,
synth,avgSynthCellArea,10.3,um2
grt,grt_pass1_vias,69900,
place,port_buffers,103,
grt,gr-total-overflow,0,
synth,synthDistinctLibCells,113,
worst_setup_path,cp-end-kind,"flip-flop",
worst_setup_path,critPathLaunchType,"flip-flop",
synth,yosysChipArea,79300,um2
synth,yosys.area.top_type_share,0.424,
synth,largest_area_cell,"edfxtp_1",
floorplanning,row_count,163,
synth,yosys-stat-cells,7702,
worst_setup_path,rr_endpoint,"result[29]",
cts,cts_setup_buffers,0,
cts,path_clk_slew,0.06,ns
final_layout,layout_top_cell,"nor2_1",
pwr,p_per_area,75.8,nW/um2
cts,htree_num_levels,4,
worst_hold_path,whs_endpoint,"mem_addr[5]",
worst_setup_path,reg2reg_depth,23,
drt,first_iter_violations,7215,
floorplanning,chip_area,200000,um2
pwr,p_int,4670,uW
final_timing,maxSlewHeadroom,0.0251,
final_timing,period_minus_slack,9.35,ns
final_timing,rsz0062_at_grt,"no",
drt,ant_nets,0,
synth,synth_area,79300,um2
cts,holdBufCountCts,0,
pwr,vdd_drop_max,0.0755,mV
cts,clock_latency,0.84,ns
worst_setup_path,crit_type,"flip-flop to flip-flop",
synth,synth_seq_share,0.442,
final_layout,drive_above_1_share,0.156,
final_layout,synthToLayoutAreaGrowth,13.5,%
worst_setup_path,r2r-start,"instr[15]",
drt,dr_total_vias,71100,
worst_setup_path,r2r_slack,11.05,ns
synth,edf_count,1120,
final_layout,final_cell_mix,"1,430 x nor2_1, 1,120 x edfxtp_1, 575 x mux2i_1",
floorplanning,die_x,447,um
cts,tritoncts,"built",
stage by stage:
step / setup WS, ns / util / power (uW) / area [um2] / hold slack [ns]
2_1_floorplan: 12.08 / - / 3490 / 79400 / 0.392
4_1_cts: 11.23 / 0.456 / 6770 / 89900 / 0.452
6_report: 11.05 / 0.456 / 6820 / 90000 / 0.449
5_1_grt: 10.69 / 0.456 / 6950 / 89900 / 0.464
3_5_place_dp: 11.28 / 0.431 / 4110 / 85000 / 0.444
3_3_place_gp: 11.26 / 0.431 / 4120 / 85000 / 0.435
state kept, by name, summed over array words and instances, names as in the netlist:
signal,flops
branch_taken,1
mem_write_data,32
instr,32
instruction_retired,1
state,2
mem_write_valid,1
mem_width,2
result,32
mem_read_valid,1
mem_addr,32
pc,32
regfile,1024
power by group through the flow:
stage	Sequential, uW	Clock (uW)	Combinational, uW
CTS	2810	2710	1250
global route	2820	2800	1330
finish	2820	2690	1310
cell usage after synthesis (24+ instances only):
cell / number
a211oi_1: 86
a21o_1: 46
a21oi_1: 410
a221oi_1: 40
a22o_1: 38
a22oi_1: 180
a31oi_1: 53
and2_1: 36
and3_1: 41
buf_1: 48
buf_2: 88
buf_4: 51
buf_6: 25
clkbuf_1: 420
dfxtp_1: 72
edfxtp_1: 1120
ha_1: 240
inv_1: 161
mux2_2: 80
mux2i_1: 607
mux4_2: 275
nand2_1: 477
nand2b_1: 82
nand3_1: 179
nand4_1: 38
nor2_1: 1439
nor2b_1: 41
nor3_1: 163
nor4_1: 55
o211ai_1: 68
o21a_1: 33
o21ai_0: 267
o21bai_1: 24
o22ai_1: 105
o31ai_1: 26
or3_1: 34
xnor2_1: 65
xor2_1: 41
logic make-up (layout without fill, tap and decap cells):
group | Yosys count | in the layout | synth area share
and+or+nand+nor | 2712 | 2712 | 0.152
AOI/OAI and AO/OA | 1678 | 1678 | 0.143
DFF | 1192 | 1192 | 0.442
muxes | 969 | 969 | 0.168
buffers and inverters | 800 | 981 | 0.0446
adders and majority gates | 244 | 244 | 0.0389
xor gates and xnor gates | 106 | 106 | 0.0117
other | 1 | 67 | 0.0000473
per-layer routing:
layer | vias up | GRT usage | wire length, um
li1 | 29200 | - | -
met1 | 35100 | 0.565 | 150000
met2 | 5319 | 0.701 | 202000
met3 | 1446 | 0.245 | 62100
met4 | 34 | 0.338 | 42300
met5 | - | 0.0183 | 674
worst max-delay path, cell delays in order (launching register included):
cell and delay [ns]:
edfxtp_1 0.32, buf_4 0.47, buf_4 0.70, buf_12 0.44, buf_4 0.67, mux2i_1 0.18, a22o_1 0.27, o31ai_1 0.70
or2_2 0.57, inv_1 0.13, buf_4 0.25, ha_1 0.41, inv_1 0.13, a21oi_1 0.09, o211ai_1 0.30, nand3_1 0.25
o311ai_0 1.22, a2111oi_0 0.39, nor2_1 0.23, o41a_1 0.21, a21oi_1 0.09, o31ai_1 0.29, nor3_1 0.08, or3b_1 0.36
how the worst max path moves through the flow:
stage         start  cells after the start    endpoint
4_1_cts   instr[15]                     23  result[29]
5_1_grt   instr[15]                     22  result[26]
6_report  instr[15]                     23  result[29]
final cells by class:
cell class | count | area (um2) | area share
antenna | 35 | 87.6 | 0.000973
clock inverter | 89 | 1190 | 0.0133
inverter | 164 | 616 | 0.00684
clock buffer | 175 | 3720 | 0.0413
sequential | 1192 | 35100 | 0.390
multi-input combinational | 5741 | 41500 | 0.461
timing repair buffer | 553 | 4540 | 0.0504
tap | 2640 | 3300 | 0.0367
Power figures rest on the tool's default switching activity, not on a simulated workload.
